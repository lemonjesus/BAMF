$ cat flow/config.mk
export PLATFORM = sky130hd
export DESIGN_NAME = Register_File
export DESIGN_NICKNAME = Register_File
export VERILOG_FILES = /design/flow/design.v
export SDC_FILE = /design/flow/constraint.sdc
export NUM_CORES = 4
export LEC_CHECK = 1
export CORE_UTILIZATION = 30
$ cat flow/constraint.sdc
current_design Register_File

set clk_period 1.4
set clk_io_pct 0.2

create_clock -name clk0 -period $clk_period [get_ports {clk}]

set non_clock_inputs [all_inputs -no_clocks]
set_input_delay [expr $clk_period * $clk_io_pct] -clock clk0 $non_clock_inputs
set_output_delay [expr $clk_period * $clk_io_pct] -clock clk0 [all_outputs]
$ cat flow/design.v
`timescale 1ns / 1ps
module Register_File(
    input [15:0] r_input,
    input r_write,
    input r_backup,
    input r_restore,
    input [3:0] page_input,
    input page_write,
    input [2:0] compare_input,
    input compare_write,
    input [15:0] stack_pointer_input,
    input stack_pointer_write,
    input [15:0] return_address_input,
    input return_address_write,
	 input [8:0] interrupt_input,
	 input interrupt_write,
    input clk,
	 input [15:0] inport,
	 input r_inport,
	 input r_outport,
    output reg [15:0] r_output,
    output reg [15:0] flag_output,
    output reg [15:0] stack_pointer_output,
    output reg [15:0] return_address_output,
	 output reg [15:0] outport
    );
	 reg [15:0] r;
	 reg [15:0] backup;
	 reg [3:0] page;
	 reg [2:0] compare;
	 reg [15:0] stack_pointer;
	 reg [15:0] return_address;
	 reg [8:0] interrupt;
    always@(negedge clk) begin
        if(r_write==1) r_output = r;
		  if(r_restore==1) r_output = backup;
		  if(r_inport==1) r_output = inport;
        flag_output = {page,interrupt,compare};
        if(stack_pointer_write == 1) stack_pointer_output = stack_pointer;
        if(return_address_write==1) return_address_output = return_address;
    end
	 always@(*)
	 begin
		if(clk==0) begin
		 if(r_write == 1)
			r = r_input;
		 if(r_backup == 1)
			backup = r;
		 if(r_restore == 1)
			r = backup;
		 if(r_inport == 1)
			r = inport;
		 if(r_outport == 1)
			outport = r;
		 if(page_write == 1)
			page = page_input;
		 if(compare_write == 1)
			compare = compare_input;
		 if(stack_pointer_write == 1)
			stack_pointer = stack_pointer_input;
		 if(return_address_write == 1)
			return_address = return_address_input;
		 if(interrupt_write == 1)
			interrupt = interrupt_input;
		end
	end
endmodule
$ cat flow/run.sh
#!/bin/bash
# OpenROAD 26Q1-2900-gdf79404cd8, Yosys 0.63+post, stock flow scripts
make -C /OpenROAD-flow-scripts/flow DESIGN_CONFIG=/design/flow/config.mk WORK_HOME=/design/flow/orfs finish
==> deck_impl_summary.md <==
Key Metrics from the Run

Outcome
  • Run status: finished with violations
  • Violated checks: negative setup slack

Yosys
  • Yosys synthesis warning count: 33
  • Largest area contributor in the netlist: edfxtp_1
  • Most used DFF post-synth: dlxtn_1
  • Number of storage elements in the synthesis netlist: 160
  • Library cell with the highest instance count after synthesis: dlxtn_1
  • Synthesized chip area reported by yosys: 4310 um2
  • Commonest cells in the netlist: dlxtn_1, edfxtp_1, nand2_1, mux2i_1
  • Area share of the largest cell type after synthesis: between 30% and 40%
  • Async set-reset flop share out of synthesis: 0%
  • Number of distinct standard cells referenced by the synthesized netlist: 20
  • Count of flip-flops with a built-in enable after synthesis: around 48
  • Main area contributors after synthesis: edfxtp_1, dlxtn_1, dfxtp_1, mux2i_1, nand2_1
  • Synth Cell Area: between 4000 and 5000 um2
  • Cells in synth_stat.txt: ~330
  • Instance count of the mapped netlist: approximately 330
  • Avg Cell Area, Syn: approximately 13 um2

Final layout
  • Post-Layout Inst Area: slightly below 9000 um2
  • Comb gate area: approximately 1200 um2
  • Final core area utilization: 63.2%
  • Storage element area: roughly 3300 um2
  • Area Growth Syn to Fin: 104%
  • Ratio of cells with drive above 1 in the final layout: between 40% and 50%
  • Fill cell instance count of the final layout: roughly 960

Route
  • Ratio of routed vias to standard cells: 4.52
  • Count of unresolved DRC violations after routing: 0
  • Vias post-DR: around 4100
  • Detail-routed net length per standard cell: around 17 um
  • Total wirelength of the detailed-routed design: 15300 um
  • Antenna violation net count after detailed routing: 0
  • DR pass1 iterations: 4
  • DRC violation total after the first TritonRoute iteration: 260

Timing
  • Worst clock skew: approximately 160 ps
  • Setup Total Neg Slack: -119450 ps
  • Unrepaired setup endpoints after global routing: yes
  • Final tally of hold violations: 0
  • Pins Over Slew Limit: 0
  • Transition time at the pin with the least slew margin: between 1000 and 1500 ps
  • Min setup slack post-route: -1370 ps
  • Slew margin rel.: between 10% and 20%
  • Total setup violations reported at the end of the flow: 140

Min path
  • Worst Hold Class: in -> latch
  • Worst Min Path Start: page_input[1]

Place
  • Final weighted congestion in routability-driven placement: around 0.81
  • Number of port buffers: 170
  • Placed Instance Area: between 6000 and 7000 um2
  • HPWL Detailed: 7960 um
  • Place WS: -911 ps

GRT
  • Maximum number of pins on one net before global-route repair: 30
  • Overall track demand over capacity in global routing: about a fifth
  • Vias in the first global route: between 4000 and 5000
  • Initial antenna violation count: 0
  • Wire length of the first global-routing pass: roughly 22000 um
  • Congestion Overflow GR: 0

Critical path
  • Highest net fanout along the worst path: 1
  • Critical-path top delay cell: dlxtn_1
  • R2R Path Start: backup[4]$_DLATCH_N_
  • Nature of the critical path endpoint: output pin
  • Cells along the critical path: dlxtn_1 -> buf_2
  • Type of origin of the critical path: latch
  • Crit-path max cell delay: 350 ps
  • Critical Path Start: outport[6]$_DLATCH_N_
  • Data arrival at the endpoint of the critical path: ~2500 ps
  • Data required time of the worst path: 1120 ps
  • Worst Path Class, Setup: latch -> out

Power
  • Highest ir drop seen on vdd: a little over 0.0008 V
  • Total power divided by cell area: 1610 nW/um2
  • Flop pwr share: approximately a quarter
  • Power, Total: ~14 mW
  • Clock group share of total power: around 64%
  • Net switching power figure: approximately 4 mW
  • Combinational fraction of design power: about a tenth
  • P_int: around 10 mW
  • Sw Ratio: 27.4%
  • Leak Pwr: a little under 4 nW

Floorplan
  • Placeable core area: between 10000 and 15000 um2
  • Pre-Place Util: a little under a third
  • IO Count: 171
  • Die outline height: ~120 um
  • FP Rows: 43
  • Chip area: roughly 15000 um2
  • Die X: 122 um

Clock network
  • Post-CTS clock slew at the launch and capture registers of the worst setup and hold paths: 50 ps
  • Clock tree from TritonCTS: yes
  • Clk ins delay skew pair: roughly 930 ps

Flow run
  • Count of tool warnings: roughly 100
  • Number of maximum-capacitance violations: 0
==> through the flow <==
stage	hold slack, ps	std cells
after floorplan	281	334
after global placement	282	718
after detailed placement	283	718
after CTS	1.02	905
after global routing	44.4	911
final	74.9	912
==> power by group through the flow <==
| stage | Sequential, mW | Combinational, mW | Clock [mW] |
|---|---|---|---|
| 6_report | 3.71 | 1.36 | 9.15 |
| 5_1_grt | 3.74 | 1.46 | 9.75 |
| 4_1_cts | 3.70 | 1.24 | 9.30 |
==> critical path: cells and delay by family (launching register included) <==
family	cells	cell delay, ps
buf+inv	1	90
latches	2	350
==> flip-flops by register name, indices dropped and copies added (netlist names), 4 cells and up <==
name,flops
backup,16
flag_output,16
outport,16
r,16
r_output,16
return_address,16
return_address_output,16
stack_pointer,16
stack_pointer_output,16
interrupt,9
page,4
==> final timing paths <==
kind | endpoint | slack [ps] | cells after the start
setup / recovery | outport[6] | -1370 | 2
hold / removal | page[1]$_DLATCH_N_ | 70 | 1
max in group gated | clock gate | 150 | 2
setup reg to reg | r[4]$_DLATCH_N_ | -880 | 4
min in group gated | clock gate | 1360 | 1
hold reg to reg | flag_output[13]$_DFF_N_ | 190 | 0
==> cells by family after synthesis <==
logic type	after synthesis	share of synthesized area, %
flops	64	40.9
latches	96	33.4
buf+inv	19	2.85
simple gates	74	8.19
compound gates	49	7.15
mux	32	7.44
==> metal layers <==
metal  share of wire [%]  track usage (%)  vias to the layer above  wire length [um]
met4                 2.6             9.80                        0               396
met3                  12             14.0                       37              1870
li1                    -                -                     1959                 -
met5                   0                0                        -                 0
met2                  44             29.2                      224              6660
met1                  42             26.1                     1904              6340
==> cell type report <==
type,instances,area share (%)
repair buffers,279,27.3
flip-flops and latches,160,37.0
clock buffers,56,15.4
well taps,180,2.56
multi-input cells,155,13.5
diodes,1,0.0284
clock inverters,81,4.11
==> layout by cell type, fill, tap and decap left out, types with 9 or more instances in the layout <==
cell type and instances:
nand2_1 30, clkbuf_16 54, dfxtp_1 10, buf_2 83, buf_4 31, nor2_4 10
edfxtp_1 48, mux2i_1 28, dlxtn_1 61, a21oi_2 13, nand2_2 9, buf_6 20
a211o_1 16, clkdlybuf4s50_1 86, dlygate4sd3_1 51, clkinv_1 74, o21ai_1 16, dlxtn_2 35
nor3b_1 10
==> repair_timing <==
item / in CTS / in global routing
endpoints found under the setup margin: 137 / 144
pin swaps: 35 / 24
hold buffers: 48 / 3
setup buffers: 6 / 10
endpoints found under the hold margin: 60 / 3
gates cloned: 1 / 0
resized: 310 / 64
Power is estimated from default activity; no workload was simulated.
