==> /design/flow/design.v <==
`timescale 1ns / 1ps
module bmux_16(
    input [3:0] s,
    input [15:0] A,
    input [15:0] B,
    input [15:0] C,
    input [15:0] D,
    input [15:0] E,
    input [15:0] F,
    input [15:0] G,
    input [15:0] H,
    input [15:0] I,
    input [15:0] J,
    input [15:0] K,
    input [15:0] L,
    input [15:0] M,
    input [15:0] N,
    input [15:0] O,
    input [15:0] P,
    output reg [15:0] r
    );
    always@(*) begin
        case(s)
            0: r = A;
            1: r = B;
            2: r = C;
            3: r = D;
            4: r = E;
            5: r = F;
            6: r = G;
            7: r = H;
            8: r = I;
            9: r = J;
            10: r = K;
            11: r = L;
            12: r = M;
            13: r = N;
            14: r = O;
            15: r = P;
        endcase
    end
endmodule
==> /design/flow/run.sh <==
#!/bin/bash
# OpenROAD 26Q1-2900-gdf79404cd8, Yosys 0.63+post, stock flow scripts
make -C /OpenROAD-flow-scripts/flow DESIGN_CONFIG=/design/flow/config.mk WORK_HOME=/design/flow/orfs finish
==> /design/flow/config.mk <==
export PLATFORM = sky130hd
export DESIGN_NAME = bmux_16
export DESIGN_NICKNAME = bmux_16
export VERILOG_FILES = /design/flow/design.v
export SDC_FILE = /design/flow/constraint.sdc
export NUM_CORES = 4
export LEC_CHECK = 1
export CORE_AREA = 10 10 114 114
export DIE_AREA = 0 0 124 124
==> /design/flow/constraint.sdc <==
current_design bmux_16

set clk_period 3.9
set clk_io_pct 0.2

create_clock -name clk0 -period $clk_period

set non_clock_inputs [all_inputs -no_clocks]
set_input_delay [expr $clk_period * $clk_io_pct] -clock clk0 $non_clock_inputs
set_output_delay [expr $clk_period * $clk_io_pct] -clock clk0 [all_outputs]
==> results.cfg <==
; yosys + openroad results
[status]
outcome = finished, final reports clean

[pwr]
p_int_mw = 0.369
switching_share_pct = 33.4
power_density_nw_per_um2 = 110
total_power_mw = 0.555
vdd_drop_max_uv = 64.5
p_leak_nw = 1.85
seq_power_share_pct = 0
pwr-share-clk_pct = 0
netSwitchingPower_mw = 0.185
pwr-share-comb_pct = 100.0

[global_route]
grt_pass1_vias = 3970
grt_max_degree = 26
gr-total-overflow = 0
grt_pass1_wl_um = 25200
grt_usage_pct = 21.5
grt_antenna_before_repair = 0

[final_layout]
drive_above_1_share_pct = 8.03
nClkBuffers = 0
ff_count = 0
fillers = 1046
area_delta_synth_final_pct = 132
flop_area_um2 = 0

[routing]
viasPerCell = 5.20
vias = 3750
drtPass1Iterations = 5
drt_drc_violations_left = 0
n_antenna_cell = 0
wl_per_cell_um = 24.4
postRouteAntennaNets = 0
drt_iter0_markers = 245
routed_wl_um = 17600

[setup_path]
crit_fanout = 23
path_cells = buf_2 > buf_4 > nor2b_2 > and2_1 > a221oi_1 > a31oi_1 > clkdlybuf4s50_1
path_class = in2out
crit_path_end_kind = primary output
required_ns = 3.12
slowest_delay_ns = 0.53
crit_slowest_cell = clkdlybuf4s50_1
cp_data_arrival_time_ns = 3.04
start_kind = input port

[final_timing]
period_used_pct = 97.9
tns_ns = 0
rsz0062_at_grt = no
report.final.slew_viol_count = 0
min_period_ns = 3.82
setup_viol = 0
holdWs_ns = 2.52
hold_viol = 0
tightest_slew_ns = 0.816
fmax_mhz = 262
relSlewSlack_pct = 45.5

[die]
die_h_um = 124
num_io_pins = 276
core_um2 = 10400
fp_util_pct = 21.0
rows = 37
chip_area_um2 = 15400
die_w_um = 124

[hold_path]
hold_end = r[6]
hold_start = A[6]
hp-class = in2out
hold_depth = 4

[job]
drv_cap = 0
warnings = 32

[placed_design]
io_buffers = 276
gp_congestion = 0.937
hpwl_um = 15300

[logic_synthesis]
synth_area_um2 = 2180
synth.distinct_cells = 41
top_area_share_pct = 18.6
ys_warn_count = 1
syn-instance-count = 326
yosys.stat.seqShare_pct = 0
ys_area_um2 = 2180
topCellsByArea = a22oi_1 19%, mux2_2 6.7%, a22o_1 6.4%, a221oi_1 5.6%, nand2_1 5.5%
ys_cells = 326
largest_area_cell = a22oi_1
synth_area_per_cell_um2 = 6.70

[cts]
holdBufCountCts = 0
post_cts_buffers = 0
## power by group through the flow
stage     combinational, mW  sequential [mW]  clock, mW
4_1_cts               0.558                0          0
5_1_grt               0.596                0          0
6_report              0.555                0          0
## cell usage after synthesis
cell and instances:
and2b_1 1, buf_1 1, or2_0 1, nor3b_4 1, o2bb2ai_1 12, nor2_2 1, a221o_1 1, inv_1 3
and2_1 3, nand2b_4 1, a2bb2o_1 1, o32a_1 3, o22ai_1 13, a211o_1 12, a22o_1 16, a22oi_1 54
nor3b_1 1, nor2_1 32, or2_1 1, nand2_1 32, and3_1 6, mux2i_1 4, a311o_1 1, a211oi_1 4
a21oi_1 17, nor2b_1 5, a221oi_1 14, a31oi_1 17, mux2_2 13, buf_4 7, buf_6 3, o221ai_1 3
a32oi_1 3, o21ai_0 3, clkbuf_1 11, o31ai_1 1, mux4_2 1, nand4_1 2, nor2b_2 1, buf_2 19
nand2b_1 1
## how the worst max path moves through the flow
stage / cells past startpoint / from / endpoint
finish: 7 / s[0] / r[11]
global route: 7 / s[0] / r[11]
CTS: 7 / s[0] / r[11]
## cells by family after synthesis
logic type | after synthesis | share of synthesized area (%)
and+or+nand+nor | 89 | 19.3
muxes | 18 | 9.56
AOI/OAI and AO/OA | 175 | 60.3
buffers and inverters | 44 | 10.9
## critical path, delay by kind of cell
family	cells	cell delay [ns]
buffers and inverters	3	0.88
and+or+nand+nor	2	0.79
AOI/OAI and AO/OA	2	0.59
## through the flow
stage | setup WS (ns) | util, % | instances | cell area, um2
after floorplan | 1.18 | - | 326 | 2180
after global routing | 0.00384 | 48.6 | 721 | 5070
final | 0.0820 | 48.6 | 721 | 5070
after CTS | 0.0926 | 48.6 | 721 | 5060
after global placement | 0.170 | 48.6 | 721 | 5060
after detailed placement | 0.0912 | 48.6 | 721 | 5060
## layer usage
layer  part of all wire [%]  vias to the layer above  global-route usage, %
li1                       -                     1844                      -
met1                     42                     1723                   28.8
met2                     49                      179                   36.4
met3                    8.5                        4                   4.45
met4                   0.53                        0                   1.01
met5                      0                        -                      0
## repair_timing
action | in CTS | in global routing
gates resized | 0 | 1
hold endpoints to repair | 0 | 0
setup endpoints to repair | 0 | 1
## cell type report
class | instances | area [um2] | share of cell area [%]
multi-input combinational | 282 | 1950 | 38.5
timing repair buffer | 300 | 2940 | 57.9
tap | 136 | 170 | 3.36
inverter | 3 | 11.3 | 0.222
## cell usage in the layout, fill, tap and decap left out, types with 2 or more instances in the layout
cell / synthesis / routed
a211o_1: 12 / 12
a211oi_1: 4 / 4
a21oi_1: 17 / 17
a221oi_1: 14 / 14
a22o_1: 16 / 16
a22oi_1: 54 / 54
a31oi_1: 17 / 17
a32oi_1: 3 / 3
and2_1: 3 / 3
and3_1: 6 / 6
buf_2: 19 / 4
buf_4: 7 / 23
clkdlybuf4s50_1: 0 / 272
inv_1: 3 / 3
mux2_2: 13 / 13
mux2i_1: 4 / 4
nand2_1: 32 / 32
nand4_1: 2 / 2
nor2_1: 32 / 32
nor2b_1: 5 / 4
nor2b_2: 1 / 2
o21ai_0: 3 / 3
o221ai_1: 3 / 3
o22ai_1: 13 / 13
o2bb2ai_1: 12 / 12
o32a_1: 3 / 3
No activity file was given, so power comes from the tool's default toggle rates.
