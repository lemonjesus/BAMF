<file path="design.v">
`timescale 1ns / 1ps
module bmux_8(
    input [2:0] s,
    input [15:0] A,
    input [15:0] B,
    input [15:0] C,
    input [15:0] D,
    input [15:0] E,
    input [15:0] F,
    input [15:0] G,
    input [15:0] H,
    output reg [15:0] r
    );
    always@(*) begin
        case(s)
            0: r = A;
            1: r = B;
            2: r = C;
            3: r = D;
            4: r = E;
            5: r = F;
            6: r = G;
            7: r = H;
        endcase
    end
endmodule
</file>
<file path="run.sh">
#!/bin/bash
# OpenROAD 26Q1-2900-gdf79404cd8, Yosys 0.63+post, stock flow scripts
make -C /OpenROAD-flow-scripts/flow DESIGN_CONFIG=/design/flow/config.mk WORK_HOME=/design/flow/orfs finish
</file>
<file path="config.mk">
export PLATFORM = sky130hd
export DESIGN_NAME = bmux_8
export DESIGN_NICKNAME = bmux_8
export VERILOG_FILES = /design/flow/design.v
export SDC_FILE = /design/flow/constraint.sdc
export NUM_CORES = 4
export LEC_CHECK = 1
export CORE_AREA = 10 10 72 72
export DIE_AREA = 0 0 82 82
</file>
<file path="constraint.sdc">
current_design bmux_8

set clk_period 4.5
set clk_io_pct 0.2

create_clock -name clk0 -period $clk_period

set non_clock_inputs [all_inputs -no_clocks]
set_input_delay [expr $clk_period * $clk_io_pct] -clock clk0 $non_clock_inputs
set_output_delay [expr $clk_period * $clk_io_pct] -clock clk0 [all_outputs]
</file>
==> flow report <==
=================================================================================================
Die W                                                                                       82 um
Setup repair after global routing missed its margin                                            no
Setup TNS                                                                                    0 ns
Kind of critical path                                                                input pin to primary output
Hold Buf Count CTS                                                                              0
Switching power                                                                           69.5 uW
Number of top-level pins                                                                      147
Share of power burned in registers                                                             0%
Number of distinct library cell variants in the gate-level netlist after synthesis             27
Type of destination of the critical path                                             primary output
Required time at the worst-slack endpoint                                                 3.60 ns
Overflow after GRT                                                                              0
Hold Crit Class                                                                      input pin to primary output
First-pass GRT wire length                                                                9450 um
Number of instances on the worst hold path                                                      4
Sequential cell area                                                                       0 um^2
DRC marker count from the first detailed-route iteration                                       64
Design internal power                                                                      167 uW
Area enclosed by the die boundary                                                    0.00672 mm^2
Via count of the first global-routing pass                                                   1854
Placement Rows                                                                                 22
Routed via count divided by cell count                                                       4.99
Fin util                                                                                    69.6%
Area of the mapped netlist                                                           0.00111 mm^2
Dominant logic cell type in the layout                                               sky130_fd_sc_hd__clkdlybuf4s50_1
Worst path most repeated cell                                                        sky130_fd_sc_hd__clkdlybuf4s50_1
Count of mapped cells out of synthesis                                                        177
Leakage power of the design                                                           0.000980 uW
Flip-flop and latch count                                                                       0
Max-slew headroom at the worst pin                                                          54.6%
WP data arrival                                                                           3.16 ns
Detailed-route via count                                                                     1805
Portion of the post-synthesis area used by sequential elements                                 0%
Element type at the critical path start                                                 input pin
Worst path max stage delay                                                                0.84 ns
Gate power share                                                                           100.0%
Average size of a mapped cell                                                           6.30 um^2
Number of antenna diodes                                                                        0
Antenna-violating nets left                                                                     0
Critical path cell sequence                                                          clkdlybuf4s50_1 -> nor2b_4 -> and2_2 -> a22oi_1 -> a21oi_1 -> clkdlybuf4s50_1
Fraction of final layout cells with drive strength greater than 1                           4.46%
Half-perimeter wire length of the detailed placement result                               5490 um
Worst-path cell with the longest stage delay                                         sky130_fd_sc_hd__clkdlybuf4s50_1
Transition time at the pin with the least slew margin                                    0.681 ns
Clock Power Share                                                                              0%
Warning count from the yosys run                                                                1
IO Port Bufs                                                                                  147
Source of the worst hold timing path                                                        A[15]
Final-report hold violation count                                                               0
Number of maximum-capacitance constraint violations                                             0
Routed length per instance                                                                17.7 um
Switching part of the total                                                                 29.4%
Growth of design area from synthesis to finish                                               130%
Die outline height                                                                          82 um
Outcome                                                                              finished clean
Chip area line of the yosys report                                                   0.00111 mm^2
Most instantiated logic cells after routing                                          sky130_fd_sc_hd__clkdlybuf4s50_1 (146), sky130_fd_sc_hd__a22oi_1 (23), sky130_fd_sc_hd__nor2_1 (20)
Drc violations                                                                                  0
Fmax                                                                                      246 MHz
Number of antenna violations at the first check in global routing                               0
Core Region                                                                          0.00369 mm^2
Number of cells in Yosys stat                                                                 177
Core Density at Floorplan                                                                   30.2%
Total routing resource utilization after global routing                                     17.8%
Final routed wirelength across all metal layers                                           6410 um
Power Dens Cells                                                                     92.2 mW/mm^2
Peak fanout along the critical path                                                            15
Period Utilization, post-route                                                              90.2%
FILL cells                                                                                    324
Combinational gate area                                                                  968 um^2
Number of instances resized during post-cts repair                                              0
First drt pass iteration count                                                                  4
Setup Viol. Count Final                                                                         0
Minimum clock period after layout                                                         4.06 ns
Final slew viol count                                                                           0
Total of clock buffers placed in the layout                                                     0
Post-CTS setup repair buffer count                                                              0
Maximum VDD drop                                                                        0.0634 mV
Hold path endpoint                                                                          r[15]
Critical path's top delay family                                                     buffers and inverters
GPL Wtd Cong                                                                                0.893
Pin count of the biggest net entering global routing                                           32
Post-route worst hold slack                                                               2.74 ns
Tool warnings                                                                                  33
Bufs and invs on worst path                                                                     2
=================================================================================================
## power by group through the flow
stage     combinational, uW  clock (uW)  sequential, uW
6_report                237           0               0
5_1_grt                 257           0               0
4_1_cts                 239           0               0
## layer usage
layer	global-route usage (%)	wire length [um]	part of all wire [%]	up-vias
li1	-	-	-	931
met1	22.0	2620	41	774
met2	30.3	3000	47	100
met3	6.61	785	12	0
met4	1.02	0	0	0
met5	0	0	0	-
## cell families (layout without fill, tap and decap cells)
kind of cell	after synthesis	count (layout)	share of synthesized area, %
AND-OR/OR-AND	68	68	39.5
AND/OR/NAND/NOR	72	72	32.9
buffers and inverters	21	158	13.1
multiplexers	16	16	14.5
## Yosys cell counts
library cell / instances / area (um^2)
sky130_fd_sc_hd__o21ai_0: 13 / 65.1
sky130_fd_sc_hd__buf_6: 6 / 67.6
sky130_fd_sc_hd__a21oi_1: 12 / 60.1
sky130_fd_sc_hd__nand2b_1: 15 / 93.8
sky130_fd_sc_hd__a22o_1: 4 / 35.0
sky130_fd_sc_hd__buf_2: 6 / 30.0
sky130_fd_sc_hd__a221oi_1: 3 / 26.3
sky130_fd_sc_hd__and2_2: 1 / 7.51
sky130_fd_sc_hd__nor2_1: 20 / 75.1
sky130_fd_sc_hd__nand3b_1: 1 / 7.51
sky130_fd_sc_hd__nand3_1: 11 / 55.1
sky130_fd_sc_hd__a31oi_1: 12 / 75.1
sky130_fd_sc_hd__nor2b_4: 2 / 27.5
sky130_fd_sc_hd__or3_1: 1 / 6.26
sky130_fd_sc_hd__mux2_2: 1 / 11.3
sky130_fd_sc_hd__mux2i_1: 15 / 150
sky130_fd_sc_hd__nor3_1: 1 / 5.00
sky130_fd_sc_hd__inv_1: 3 / 11.3
sky130_fd_sc_hd__nor2_2: 1 / 6.26
sky130_fd_sc_hd__buf_4: 4 / 30.0
sky130_fd_sc_hd__nor3b_1: 1 / 7.51
sky130_fd_sc_hd__and2_1: 1 / 6.26
sky130_fd_sc_hd__a22oi_1: 23 / 173
sky130_fd_sc_hd__o22ai_1: 1 / 6.26
sky130_fd_sc_hd__nor2b_1: 2 / 12.5
sky130_fd_sc_hd__nand2_1: 15 / 56.3
sky130_fd_sc_hd__clkbuf_1: 2 / 7.51
## layout make-up
| cell class | instances | area share [%] |
|---|---|---|
| Inverter | 3 | 0.439 |
| Multi-Input combinational cell | 156 | 37.7 |
| Tap cell | 48 | 2.34 |
| Timing Repair Buffer | 155 | 59.5 |
## metrics by stage
stage               setup WS [ns]  area (um^2)  power [uW]  instances
CTS                         0.439         2570         239        362
floorplan                    1.87         1110        77.7        177
global route                0.237         2570         257        362
detailed placement          0.449         2570         238        362
finish                      0.440         2570         237        362
global placement            0.490         2570         237        362
## tightest hold or removal path, delay by kind of cell
family / cells / cell delay (ns)
AND-OR/OR-AND: 1 / 0.05
buffers and inverters: 2 / 0.80
AND/OR/NAND/NOR: 1 / 0.10
## worst max-delay path by stage
stage           end  from  cells past startpoint
finish        r[11]  s[0]                      6
global route  r[10]  s[0]                      5
CTS           r[13]  s[0]                      5
No activity file was given, so power comes from the tool's default toggle rates.
